===== design/flow/config.mk =====
export PLATFORM = sky130hd
export DESIGN_NAME = cla_adder_64
export DESIGN_NICKNAME = cla_adder_64
export VERILOG_FILES = /design/flow/design.v
export SDC_FILE = /design/flow/constraint.sdc
export NUM_CORES = 4
export LEC_CHECK = 1
export CORE_UTILIZATION = 30

===== design/flow/constraint.sdc =====
current_design cla_adder_64

set clk_period 31.8
set clk_io_pct 0.2

create_clock -name clk0 -period $clk_period

set non_clock_inputs [all_inputs -no_clocks]
set_input_delay [expr $clk_period * $clk_io_pct] -clock clk0 $non_clock_inputs
set_output_delay [expr $clk_period * $clk_io_pct] -clock clk0 [all_outputs]

===== design/flow/design.v =====
module cla_adder_64 (
  input  wire [63:0] a,
  input  wire [63:0] b,
  input  wire        cin,
  output wire [63:0] sum,
  output wire        cout
);
  localparam integer WIDTH = 64;
  localparam integer BLK   = 4;           
  localparam integer GRP   = 4;           
  localparam integer NB    = WIDTH/BLK;   
  localparam integer NG    = NB/GRP;      
  wire [WIDTH-1:0] p = a ^ b;
  wire [WIDTH-1:0] g = a & b;
  wire [NB-1:0] GP_block_G;
  wire [NB-1:0] GP_block_P;
  wire [NB:0] c_block;   
  assign c_block[0] = cin;
  wire [NG:0] c_group;   
  assign c_group[0] = cin;
  genvar bi, bj;
  generate
    for (bi = 0; bi < NB; bi = bi + 1) begin : GEN_BLK
      wire [BLK-1:0] pp, gg;
      for (bj = 0; bj < BLK; bj = bj + 1) begin : GEN_BITIDX
        assign pp[bj] = p[bi * BLK + bj];
        assign gg[bj] = g[bi * BLK + bj];
      end
      wire Pblk =  pp[3] &  pp[2] &  pp[1] &  pp[0];
      wire Gblk =  gg[3] |
                  (pp[3] & gg[2]) |
                  (pp[3] & pp[2] & gg[1]) |
                  (pp[3] & pp[2] & pp[1] & gg[0]);
      assign GP_block_P[bi] = Pblk;
      assign GP_block_G[bi] = Gblk;
    end
  endgenerate
  wire [NG-1:0] GP_group_G, GP_group_P;
  generate
    genvar gi;
    for (gi = 0; gi < NG; gi = gi + 1) begin : GEN_GRP
      localparam integer base = gi*GRP;
      wire p0 = GP_block_P[base + 0];
      wire p1 = GP_block_P[base + 1];
      wire p2 = GP_block_P[base + 2];
      wire p3 = GP_block_P[base + 3];
      wire g0 = GP_block_G[base + 0];
      wire g1 = GP_block_G[base + 1];
      wire g2 = GP_block_G[base + 2];
      wire g3 = GP_block_G[base + 3];
      wire Pgrp = p3 & p2 & p1 & p0;
      wire Ggrp = g3 |(p3 & g2) |(p3 & p2 & g1) |(p3 & p2 & p1 & g0);
      assign GP_group_P[gi] = Pgrp;
      assign GP_group_G[gi] = Ggrp;
      assign c_group[gi+1] = Ggrp | (Pgrp & c_group[gi]);
      assign c_block[base+0] = c_group[gi];
      assign c_block[base+1] = g0 | (p0 & c_block[base+0]);
      assign c_block[base+2] = g1 | (p1 & c_block[base+1]);
      assign c_block[base+3] = g2 | (p2 & c_block[base+2]);
    end
  endgenerate
  assign cout = c_group[NG];
  generate
    genvar kb;
    for (kb = 0; kb < NB; kb = kb + 1) begin : GEN_SUM_BLK
      wire c0 = c_block[kb + 0];
      wire c1 = g[kb * BLK + 0] | (p[kb * BLK + 0] & c0);
      wire c2 = g[kb * BLK + 1] | (p[kb * BLK + 1] & c1);
      wire c3 = g[kb * BLK + 2] | (p[kb * BLK + 2] & c2);
      assign sum[kb * BLK + 0] = p[kb * BLK + 0] ^ c0;
      assign sum[kb * BLK + 1] = p[kb * BLK + 1] ^ c1;
      assign sum[kb * BLK + 2] = p[kb * BLK + 2] ^ c2;
      assign sum[kb * BLK + 3] = p[kb * BLK + 3] ^ c3;
    end
  endgenerate
endmodule

===== design/flow/run.sh =====
#!/bin/bash
# OpenROAD 26Q1-2900-gdf79404cd8, Yosys 0.63+post, stock flow scripts
make -C /OpenROAD-flow-scripts/flow DESIGN_CONFIG=/design/flow/config.mk WORK_HOME=/design/flow/orfs finish

==> run notes <==
impl run done, here's what came out: Hold Crit Class in -> out, Yosys warnings 0, P_leak 2.21 nW, setup violators final 0, outcome finished, final reports clean, worst path cell trace clkdlybuf4s50_1 -> ha_1 -> a21o_1 -> a221o_1 -> a31o_1 -> a31o_4 -> a31oi_4 -> o21a_1 -> o21bai_1 -> a21o_1 -> fa_1 -> fa_1 -> fa_1 -> xor2_1 -> clkdlybuf4s50_1, top cells by area fa_1 34%, ha_1 29%, inv_1 6.3%, Final Core Density 54.9%, Post-synth seq share 0%, post-route ant nets 0, Synth cell types 35, FMAX just under 60 MHz, critical path class in -> out, critical-path maximum fanout 4, hold buffers post-CTS 0, crit path capture type output port, ys cells between 200 and 300, number of DRC markers in iteration 0 23, Boundary Pins approximately 190, dominant logic cell types in the final layout 194 x clkdlybuf4s50_1, 64 x ha_1, 48 x fa_1, # DRC 0, setup TNS 0 ps, first-pass GRT wire length 12600 µm, die span in x 98.7 µm, FP Rows 34, min Tclk post-route 16980 ps, post-synth area from yosys stat around 2800 µm², vias post-DR 2769, Detailed Route WL 7430 µm, Initial Utilization 31.5%, Slew Limit Fails 0, Slew @ Worst Pin 510 ps, Startpoint Class input pin, drt wl/cell 12.5 µm, total congestion overflow 0, core area 8890 µm², RSZ-0062 raised after global routing no, worst path bufs/invs 2, clock buf count 0, Log Warnings 32, drt pass-1 iters 4, vias in the first global route 2862, Fillers 830, Commonest Layout Cell clkdlybuf4s50_1, Syn Area/Cell 9.57 µm², Reg area 0 µm², cycle use final 53.4%, Data arrival, critical path around 11000 ps, area growth from synthesis to layout 74.1%, Critical Path Max Stage Delay 480 ps, DP HPWL a little over 7000 µm, vias per cell 4.65, Die Size 9740 µm², Flops 0, CP max-delay cell clkdlybuf4s50_1, synthesized area 2800 µm², WHS 13810 ps, Gate Count Post-Synth 293, Area leader share around a third, WP data required 25440 ps, relative slew slack 65.7%, Ant. Diodes 0, largest net degree at the start of global routing 6, CTS resizes 0, Pwr Total 0.0000916 W, initial antenna violation count 0, pwr/cell area roughly 19 nW/µm², Max-cap violations 0, layout cells sized above 1 between 1 and 1.5%, post-synth top area cell fa_1, Buffers on Ports just under 200, Die Y about 99 µm, VDD IR max approximately 0.0083 mV, Crit path max-delay family AND-OR/OR-AND gates, postcts setup bufs 0, final hold vios 0, gpl congestion 0.850, GRT Total Usage 16.2%, crit-path most repeated cell fa_1
cell usage after synthesis (all sizes together):
master / number
a211oi: 4
a21o: 12
a21oi: 22
a221o: 3
a221oi: 2
a22oi: 1
a31o: 3
a31oi: 1
and3: 2
and4: 3
fa: 48
ha: 64
inv: 47
nand2: 12
nand2b: 2
nand3: 4
nand4: 6
nor2: 11
nor2b: 1
nor3: 2
nor4: 1
o2111a: 1
o2111ai: 1
o21a: 4
o21ai: 14
o21bai: 3
o22ai: 1
or2: 2
xnor2: 9
xor2: 7
logic make-up (layout without fill, tap and decap cells):
family | Yosys count | count (layout) | share of synthesized area [%]
fa+ha+maj | 112 | 112 | 62.8
buf+inv | 47 | 241 | 6.29
xor+xnor | 16 | 16 | 5.00
simple gates | 46 | 46 | 8.21
compound gates | 72 | 72 | 17.7
power breakdown:
group          internal, W  leakage (nW)  switching (W)
sequential               0             0              0
clock                    0             0              0
combinational    0.0000615          2.21      0.0000301
per-layer routing:
layer  vias to the layer above  wire [µm]  GRT usage [%]  share of wire, %
met4                         0         41          0.689              0.55
met1                      1244       3200           22.7                43
li1                       1419          -              -                 -
met3                         4        676           4.04               9.1
met2                       102       3520           27.4                47
met5                         -          0              0                 0
metrics by stage:
| step | cells | worst slack [ps] | instance area [µm²] |
|---|---|---|---|
| final | 595 | 14820 | 4880 |
| after global routing | 595 | 14570 | 4880 |
| after CTS | 595 | 14780 | 4880 |
| after detailed placement | 595 | 14800 | 4880 |
| after global placement | 595 | 14820 | 4880 |
| after floorplan | 293 | 15970 | 2800 |
final cells by class:
type                       count  area (µm²)  share of cell area (%)
multi-input combinational    246        2630                    53.8
inverter                      47         176                    3.61
tap                          108         135                    2.77
timing repair buffer         194        1940                    39.8
final timing paths:
kind  from       to  slack, ps  cells after the start
min   b[6]   sum[6]      13810                      5
max   a[4]  sum[59]      14820                     15
Power is estimated from default activity; no workload was simulated.

[design/flow/design.v]
module adders_top #(
    parameter         ADDER_TYPE = 4,             
    parameter integer CSA_BLOCK_WIDTH = 16,       
    parameter         ENABLE_STARTING_STATE = 1   
) (
    input  wire        clk,
    input  wire        rst_n,
    input  wire        a_bit_in,            
    input  wire        b_bit_in,            
    input  wire        cin_in,              
    input  wire        start_in,            
    output reg  [63:0] sum_out,
    output reg         cout_out,
    output wire        ready_out            
);
    (* shreg_extract = "no" *) reg [63:0] a_r;
    (* shreg_extract = "no" *) reg [63:0] b_r;
    reg        cin_r;
    reg [6:0]  cycle_cnt;     
    reg        ready_q;
    localparam IDLE         = 2'b00;
    localparam STARTING     = 2'b01;
    localparam ACCUMULATING = 2'b10;
    localparam COMPUTING    = 2'b11;
    reg   [1:0] state;         
    reg   [1:0] next_state;    
    wire [63:0] sum_w;
    wire        cout_w;
    always @(*) begin
        case (state)
            IDLE: begin
                if (start_in) begin
                    if (ENABLE_STARTING_STATE) begin
                        next_state = STARTING;
                    end else begin
                        next_state = ACCUMULATING;
                    end
                end else begin
                    next_state = IDLE;
                end
            end
            STARTING: begin
                if (ENABLE_STARTING_STATE) begin
                    next_state = ACCUMULATING;
                end else begin
                    next_state = IDLE;   
                end
            end
            ACCUMULATING: begin
                if (cycle_cnt == 7'd63) begin
                    next_state = COMPUTING;
                end else begin
                    next_state = ACCUMULATING;
                end
            end
            COMPUTING: begin
                next_state = IDLE;
            end
            default: begin
                next_state = IDLE;
            end
        endcase
    end
    always @(posedge clk or negedge rst_n) begin
        if (!rst_n) begin
            state <= IDLE;
        end else begin
            state <= next_state;
        end
    end
    always @(posedge clk or negedge rst_n) begin
        if (!rst_n) begin
            a_r       <= 64'd0;
            b_r       <= 64'd0;
            cin_r     <=  1'b0;
            cycle_cnt <=  7'd0;
            sum_out   <= 64'd0;
            cout_out  <=  1'b0;
            ready_q   <=  1'b0;
        end else begin
            case (state)
                IDLE: begin
                    if (!ENABLE_STARTING_STATE && start_in) begin
                        a_r       <= 64'd0;
                        b_r       <= 64'd0;
                        cin_r     <= cin_in;
                        cycle_cnt <=  7'd0;
                    end
                    ready_q <= 1'b0;
                end
                STARTING: begin
                    if (ENABLE_STARTING_STATE) begin
                        a_r       <= 64'd0;
                        b_r       <= 64'd0;
                        cin_r     <= cin_in;
                        cycle_cnt <=  7'd0;
                    end
                    ready_q <= 1'b0;
                end
                ACCUMULATING: begin
                    a_r <= {a_bit_in, a_r[63:1]};
                    b_r <= {b_bit_in, b_r[63:1]};
                    if (cycle_cnt == 7'd63) begin
                        cycle_cnt <= 7'd0;
                    end else begin
                        cycle_cnt <= cycle_cnt + 7'd1;
                    end
                    ready_q <= 1'b0;
                end
                COMPUTING: begin
                    sum_out  <= sum_w;
                    cout_out <= cout_w;
                    ready_q  <= 1'b1;
                end
                default: begin
                    a_r       <= 64'd0;
                    b_r       <= 64'd0;
                    cin_r     <=  1'b0;
                    cycle_cnt <=  7'd0;
                    sum_out   <= 64'd0;
                    cout_out  <=  1'b0;
                    ready_q   <=  1'b0;
                end
            endcase
        end
    end
    assign ready_out = ready_q;
    generate
        if (ADDER_TYPE == 0) begin : gen_rca
            rca_adder_64 u_adder (
                .a   (a_r),
                .b   (b_r),
                .cin (cin_r),
                .sum (sum_w),
                .cout(cout_w)
            );
        end else if (ADDER_TYPE == 1) begin : gen_carry_select
            carry_sel_adder_64 #(
                .BLOCK_WIDTH(CSA_BLOCK_WIDTH)
            ) u_adder (
                .a   (a_r),
                .b   (b_r),
                .cin (cin_r),
                .sum (sum_w),
                .cout(cout_w)
            );
        end else if (ADDER_TYPE == 2) begin : gen_ling
            ling_adder_64 u_adder (
                .a   (a_r),
                .b   (b_r),
                .cin (cin_r),
                .sum (sum_w),
                .cout(cout_w)
            );
        end else if (ADDER_TYPE == 3) begin : gen_cla
            cla_adder_64 u_adder (
                .a   (a_r),
                .b   (b_r),
                .cin (cin_r),
                .sum (sum_w),
                .cout(cout_w)
            );
        end else if (ADDER_TYPE == 4) begin : gen_carry_skip
            carry_skip_adder_64 u_adder (
                .a   (a_r),
                .b   (b_r),
                .cin (cin_r),
                .sum (sum_w),
                .cout(cout_w)
            );
        end else begin : gen_default
            rca_adder_64 u_adder (
                .a   (a_r),
                .b   (b_r),
                .cin (cin_r),
                .sum (sum_w),
                .cout(cout_w)
            );
        end
    endgenerate
endmodule
module carry_skip_adder_64 (
  input  wire [63:0] a,
  input  wire [63:0] b,
  input  wire        cin,
  output wire [63:0] sum,
  output wire        cout
);
  localparam integer WIDTH = 64;
  localparam integer BLK   = 8;
  localparam integer NB = WIDTH/BLK;
  wire [WIDTH-1:0] p = a ^ b;
  wire [WIDTH-1:0] g = a & b;
  wire [NB:0] c_blk;
  assign c_blk[0] = cin;
  wire [NB-1:0] P_blk;
  wire [NB-1:0] Cout_blk;
  genvar bi, j;
  generate
    for (bi = 0; bi < NB; bi = bi + 1) begin : GEN_BLK
      localparam integer base = bi*BLK;
      wire [BLK:0] c;     
      assign c[0] = c_blk[bi];
      for (j = 0; j < BLK; j = j + 1) begin : GEN_BITS
        assign c[j+1]           = g[base+j] | (p[base+j] & c[j]);
        assign sum[base + j]    = p[base+j] ^ c[j];
      end
      wire P_all = &p[base +: BLK];
      assign P_blk[bi]  = P_all;
      assign Cout_blk[bi] = c[BLK];
      assign c_blk[bi+1] = (P_all & c_blk[bi]) | ((~P_all) & Cout_blk[bi]);
    end
  endgenerate
  assign cout = c_blk[NB];
endmodule
[design/flow/run.sh]
#!/bin/bash
# OpenROAD 26Q1-2900-gdf79404cd8, Yosys 0.63+post, stock flow scripts
make -C /OpenROAD-flow-scripts/flow DESIGN_CONFIG=/design/flow/config.mk WORK_HOME=/design/flow/orfs finish
[design/flow/config.mk]
export PLATFORM = sky130hd
export DESIGN_NAME = adders_top
export DESIGN_NICKNAME = adders_top
export VERILOG_FILES = /design/flow/design.v
export SDC_FILE = /design/flow/constraint.sdc
export NUM_CORES = 4
export LEC_CHECK = 1
export CORE_UTILIZATION = 40
[design/flow/constraint.sdc]
current_design adders_top

set clk_period 51.2
set clk_io_pct 0.2

create_clock -name clk0 -period $clk_period [get_ports {clk}]

set non_clock_inputs [all_inputs -no_clocks]
set_input_delay [expr $clk_period * $clk_io_pct] -clock clk0 $non_clock_inputs
set_output_delay [expr $clk_period * $clk_io_pct] -clock clk0 [all_outputs]
==> run notes <==
run metrics: Clock transition at path regs 60 ps, total CTS buffers 24, port buffer count 71, max cap viols 0, final setup vio count 0, Die Ht 159.9 µm, Worst Path Required 51580 ps, initial antenna violation count 0, sw power 0.06754 mW, DRT iter0 DRCs 265, postcts setup bufs 0, root buffer cell clkbuf_16, Clk pwr share 50.4%, Sink Count 206, CP most frequent cell fa_1, Hold Slack 471.0 ps, row count 57, cell count after placement 1063, FILL cells 2056, hold_buf cts 0, fraction of layout cells with a size suffix above 1 15.71%, Final Slew Violations 0, Sw Share 20.11%, RePlAce Congestion 0.8134, FFs w/ async S/R, synth 100.0%, ys flops 206, chip area in the Yosys report 9977 µm², Yosys cell types 43, Layout Cells excl Fill 1107, Top cells excl fill/tap 203 x dfrtp_1, 110 x a22o_1, 70 x clkdlybuf4s50_1, 65 x ha_1, 64 x fa_1, core region area 24390 µm², # resized after CTS 0, most frequent logic cell in the layout dfrtp_1, Pleak 5.991 nW, Syn Inst Count 700, CP Class reg2reg, CP max stage cell fa_1, diode count 0, pwr dens 28.48 nW/µm², Longest Clk Path Bufs 3, wire length per cell 16.71 µm, Place WS 22330 ps, final worst slack 22320 ps, drt pass-1 iters 4, DRC viols 0, Int Pwr 0.2683 mW, FP Core Util 40.90%, chip area 25580 µm², TritonCTS clock tree done, Yosys Instances 700, Routed WL 18500 µm, DR vias/cell 5.153, Final ANT Viol Nets 0, clk ins delay skew pair 510 ps, Worst Path Max Fanout 5, post-route cell area 11790 µm², critical path capture point type register, GRT Total Usage 15.95%, worst vdd ir 0.01529 mV, worst slew pin tran 789.1 ps, remaining global-route overflow 0, Combinational Power Share 1.1%, relative slew slack 47.39%, mapped cell area 9977 µm², minimum clock period 28880 ps, hpwl dp 11760 µm, Fmax 34.62 MHz, final setup TNS 0 ps, Avg Cell Area, Syn 14.25 µm², Fin. Hold Viols 0, flip-flops with a built-in enable 0, vias in the first global route 6021, CP arrival 29270 ps, Worst Setup Start Kind register, Worst Skew 12.59 ps, Vias 5704, run status completed, OpenROAD warning count 89, worst hold path class reg2reg, post-layout period usage 56.42%, htree depth 1, unrepaired setup endpoints after global routing no, CP peak stage delay 480 ps, Post-synth seq share 51.68%, io pins 72, Post-DP Area 10990 µm², largest net degree at the start of global routing 91, first-pass GRT wire length 31560 µm, Tot Pwr 0.3358 mW, dominant register cell dfrtp_1, synth-to-layout area growth 18.18%, YS warnings 1, fin util 48.34%, Flop pwr share 48.5%, Die Wd 159.9 µm
[power groups by stage]
stage     sequential [mW]  clock, mW  combinational, mW
4_1_cts             0.163      0.174            0.00392
6_report            0.163      0.169            0.00360
5_1_grt             0.163      0.181            0.00437
[layer usage]
layer  global-route usage (%)  vias to the layer above  routed length, µm
met1                    27.21                     2936               8938
met2                    22.04                      116               8129
li1                         -                     2620                  -
met4                    3.333                        0                401
met3                    3.917                       32               1031
met5                        0                        -                  0
[flip-flops by register name, summed over array words and instances (netlist names)]
signal,flops
cout_out,1
cycle_cnt,7
state,4
ready_q,1
a_r,64
cin_r,1
sum_out,64
b_r,64
[cell type report]
type                            instances  area [µm²]  area share (%)
Multi-Input combinational cell        445        4618           39.17
Sequential cell                       206        5161           43.77
Timing Repair Buffer                   78       767.0           6.505
Tap cell                              324       405.4           3.438
Clock inverter                         10       102.6          0.8701
Inverter                               10       37.54          0.3183
Clock buffer                           34       699.4           5.932
[cells in the mapped netlist, types with 2 or more instances]
cell	count	area share, %
ha_1	65	8.2
o21ai_1	3	0.15
o31ai_1	2	0.15
nor2_1	8	0.30
nand2_1	27	1.0
nand2b_1	23	1.4
nor2b_1	2	0.13
inv_1	10	0.38
o21bai_1	2	0.15
buf_2	21	1.1
fa_1	64	13
o21ai_0	29	1.5
dfrtp_1	205	51
nand3_1	5	0.25
and4_4	2	0.23
nand4_1	15	0.94
mux2i_1	4	0.40
clkbuf_1	14	0.53
buf_1	4	0.15
a22o_1	110	9.7
mux2_2	63	7.1
[kinds of logic after synthesis]
family | count (synthesis) | synth area share, %
flops | 206 | 51.68
buf+inv | 49 | 2.107
xor+xnor | 2 | 0.1756
compound gates | 154 | 12.29
mux | 68 | 7.662
fa+ha+maj | 129 | 20.99
simple gates | 92 | 5.092
[critical path, delay by kind of cell, from the launching register on]
| family | cells | cell delay (ps) |
|---|---|---|
| buffers and inverters | 3 | 240 |
| muxes | 4 | 870 |
| adders and majority gates | 64 | 25090 |
| AOI/OAI and AO/OA | 10 | 1550 |
| DFF | 1 | 400 |
| and+or+nand+nor | 4 | 580 |
[worst paths after layout]
| kind | from | to | slack, ps | depth (start not counted) |
|---|---|---|---|---|
| worst max-delay path | a_r[0] | cout_out | 22320 | 85 |
| worst min-delay path | cycle_cnt[6] | state[3] | 470 | 1 |
| worst max register to register | a_r[0] | cout_out | 22320 | 85 |
| min in group asynchronous | rst_n | sum_out[6] | 9800 | 1 |
| worst min register to register | cycle_cnt[6] | state[3] | 470 | 1 |
| max in group asynchronous | rst_n | state[1] | 40150 | 2 |
Power and IR drop assume default switching activity.

<file path="/design/flow/config.mk">
export PLATFORM = sky130hd
export DESIGN_NAME = ling_adder_64
export DESIGN_NICKNAME = ling_adder_64
export VERILOG_FILES = /design/flow/design.v
export SDC_FILE = /design/flow/constraint.sdc
export NUM_CORES = 4
export LEC_CHECK = 1
export CORE_AREA = 10 10 132 132
export DIE_AREA = 0 0 142 142
</file>
<file path="/design/flow/constraint.sdc">
current_design ling_adder_64

set clk_period 9.8
set clk_io_pct 0.2

create_clock -name clk0 -period $clk_period

set non_clock_inputs [all_inputs -no_clocks]
set_input_delay [expr $clk_period * $clk_io_pct] -clock clk0 $non_clock_inputs
set_output_delay [expr $clk_period * $clk_io_pct] -clock clk0 [all_outputs]
</file>
<file path="/design/flow/design.v">
module ling_adder_64 (
  input  wire [63:0] a,
  input  wire [63:0] b,
  input  wire        cin,
  output wire [63:0] sum,
  output wire        cout
);
  wire [63:0] p = a ^ b;
  wire [63:0] g = a & b;
  wire [63:0] t = a | b;
  localparam BLK = 4;
  localparam NB  = 64/BLK;  
  wire [NB-1:0] Pblk, Gblk;
  genvar bi;
  generate
    for (bi=0; bi<NB; bi=bi+1) begin : GEN_BLK_PG
      localparam integer L = bi*BLK;
      localparam integer H = L+BLK-1;
      wire [3:0] pp = p[H:L];
      wire [3:0] gg = g[H:L];
      assign Pblk[bi] = &pp;  
      assign Gblk[bi] = gg[3]
                      | (pp[3] & gg[2])
                      | (pp[3] & pp[2] & gg[1])
                      | (pp[3] & pp[2] & pp[1] & gg[0]);
    end
  endgenerate
  wire [NB-1:0] Pg0 = Pblk;
  wire [NB-1:0] Gg0 = Gblk;
  function integer POW2; input integer k; begin POW2 = (1<<k); end endfunction
  wire [NB-1:0] Pg1, Gg1, Pg2, Gg2, Pg3, Gg3, Pg4, Gg4;
  genvar i1;
  generate
    for (i1=0; i1<NB; i1=i1+1) begin : LVL1
      if (i1>=1) begin
        assign Gg1[i1] = Gg0[i1] | (Pg0[i1] & Gg0[i1-1]);
        assign Pg1[i1] = Pg0[i1] & Pg0[i1-1];
      end else begin
        assign Gg1[i1] = Gg0[i1];
        assign Pg1[i1] = Pg0[i1];
      end
    end
  endgenerate
  genvar i2;
  generate
    for (i2=0; i2<NB; i2=i2+1) begin : LVL2
      if (i2>=2) begin
        assign Gg2[i2] = Gg1[i2] | (Pg1[i2] & Gg1[i2-2]);
        assign Pg2[i2] = Pg1[i2] & Pg1[i2-2];
      end else begin
        assign Gg2[i2] = Gg1[i2];
        assign Pg2[i2] = Pg1[i2];
      end
    end
  endgenerate
  genvar i3;
  generate
    for (i3=0; i3<NB; i3=i3+1) begin : LVL3
      if (i3>=4) begin
        assign Gg3[i3] = Gg2[i3] | (Pg2[i3] & Gg2[i3-4]);
        assign Pg3[i3] = Pg2[i3] & Pg2[i3-4];
      end else begin
        assign Gg3[i3] = Gg2[i3];
        assign Pg3[i3] = Pg2[i3];
      end
    end
  endgenerate
  genvar i4;
  generate
    for (i4=0; i4<NB; i4=i4+1) begin : LVL4
      if (i4>=8) begin
        assign Gg4[i4] = Gg3[i4] | (Pg3[i4] & Gg3[i4-8]);
        assign Pg4[i4] = Pg3[i4] & Pg3[i4-8];
      end else begin
        assign Gg4[i4] = Gg3[i4];
        assign Pg4[i4] = Pg3[i4];
      end
    end
  endgenerate
  wire [NB:0] Hblk;   
  assign Hblk[0] = cin;
  genvar ci;
  generate
    for (ci=1; ci<=NB; ci=ci+1) begin : GEN_HBLK
      assign Hblk[ci] = Gg4[ci-1] | (Pg4[ci-1] & cin);
    end
  endgenerate
  genvar bj;
  generate
    for (bj=0; bj<NB; bj=bj+1) begin : GEN_BLOCK_SUM
      localparam integer L = bj*BLK;
      localparam integer H = L+BLK-1;
      wire [3:0] pp = p[H:L];
      wire [3:0] gg = g[H:L];
      wire [3:0] tt = t[H:L];
      wire       h_m1 = Hblk[bj];
      wire       h0   = gg[0] | (pp[0] & h_m1);
      wire       h1   = gg[1] | (pp[1] & gg[0]) | (pp[1] & pp[0] & h_m1);
      wire       h2   = gg[2] | (pp[2] & gg[1]) | (pp[2] & pp[1] & gg[0]) | (pp[2] & pp[1] & pp[0] & h_m1);
      wire       h3   = gg[3] | (pp[3] & gg[2]) | (pp[3] & pp[2] & gg[1]) | (pp[3] & pp[2] & pp[1] & gg[0]) | (pp[3] & pp[2] & pp[1] & pp[0] & h_m1);
      assign sum[L+0] = pp[0] ^ (h_m1);
      assign sum[L+1] = pp[1] ^ (h0   & tt[0]);
      assign sum[L+2] = pp[2] ^ (h1   & tt[1]);
      assign sum[L+3] = pp[3] ^ (h2   & tt[2]);
    end
  endgenerate
  assign cout = Hblk[NB] & t[63];
endmodule
</file>
<file path="/design/flow/run.sh">
#!/bin/bash
# OpenROAD 26Q1-2900-gdf79404cd8, Yosys 0.63+post, stock flow scripts
make -C /OpenROAD-flow-scripts/flow DESIGN_CONFIG=/design/flow/config.mk WORK_HOME=/design/flow/orfs finish
</file>
==> Slide: Implementation Results <==
Flow Results at a Glance

Run status
  – Status: complete, no violations

Final timing
  – Rel. slew slack: 0.636
  – FMAX: between 100 and 150 MHz
  – Slew @ Worst Pin: approximately 540 ps
  – Setup_tns: 0 ps
  – Slew Viols, Final: 0
  – Final worst path period share: 0.788
  – Min cycle time layout: approximately 7700 ps
  – RSZ-0062 raised after global routing: no
  – Endpoints failing setup: 0
  – Hold Vio Cnt, Final: 0

Drt
  – Antenna cells: 0
  – Number of DRC markers in iteration 0: about 110
  – Post-route DRC: 0
  – Post-DRT Antenna Nets: 0
  – Vias per cell: between 4 and 5
  – WL met3: approximately 980 um
  – Drt wl/cell: 13.2 um
  – Post-Route WL: between 10 and 15 mm
  – Via Count: 3957
  – Routed met2 length: 5.48 mm
  – First-pass detailed-route iteration total: 4
  – Top Metal Used: met5
  – Met1 WL: ~5.4 mm

Floorplanning
  – Die span in x: 142 um
  – Die area: 20200 um2
  – Die H: 142 um
  – Top Ports: between 150 and 200
  – Initial core utilization: 0.271
  – Std-Cell Rows: 44
  – Core box area: approximately 15000 um2

Power
  – VDD IR max: 0.0000285 V
  – Static Leakage: between 0.003 and 0.004 uW
  – P per Cell Area: between 50 and 60 nW/um2
  – Total chip power: 356 uW

Layout
  – Comb area: approximately 3500 um2
  – Layout Cells excl Fill: 897
  – Seq. cell area: 0 um2
  – Clkbuf count: 0
  – Fillers: ~1400
  – Share of layout cells above drive strength 1: 0.0252
  – Area Overhead vs Synth: 55.1%
  – Seq_cells: 0

Global routing
  – Vias in the first global route: roughly 4000
  – Antenna violations before repair: 1
  – Largest net degree at the start of global routing: 8
  – First-pass GRT wire length: slightly below 20 mm
  – Total GRT Usage: 0.112
  – Grt total ovfl: 0

Logic synthesis
  – Netlist Area Pre-Place: a little under 4000 um2
  – Post-synthesis chip area from yosys: 3940 um2
  – Top-count cell post-synth: inv_1
  – Netlist cell types: 54
  – Top-area cell share: 0.359
  – Mux area share: 0
  – Simple Share, Synth: 0.139
  – Number of cells in Yosys stat: approximately 520
  – Most common library cells after synthesis: 118 x inv_1, 113 x ha_1, 45 x a21oi_1
  – Warnings from Yosys: 0
  – Adders+Majority by Area: 0.441
  – XOR Share, Synth: 0.100
  – Cells after Synth: around 520
  – Area fraction in compound gates: 0.207
  – Largest logic family: adder cells
  – Avg Synthesized Cell Area: about 7.6 um2
  – Synth area leader: ha_1
  – Top cells, area: ha_1 36%, inv_1 11%, fa_1 8.1%, xor2_1 8.0%, a21oi_1 5.7%
  – Register area share after synthesis: 0

Worst setup path
  – Setup crit start kind: input pin
  – Critical Path RT: between 7000 and 8000 ps
  – Crit. End Element: primary output
  – CP Class: input pin to primary output
  – Crit path arrival time: between 5000 and 6000 ps
  – CP Max Fanout: 4

Hold path
  – HP Start: cin
  – Min-Delay Path Class: input pin to primary output
  – Worst Hold Endpoint: sum[0]
  – Hold Path Depth: 5

CTS
  – Post-CTS setup repair buffer count: 0
  – Cts hold-fix bufs: 0
  – Post-CTS sizing: 0

Placed design
  – Placer Congestion: between 0.8 and 0.9
  – DP Wirelength: 11.0 mm
  – DP Cell Count: between 800 and 900
  – Port buffer count: 194

Flow run
  – Tool Warnings: between 90 and 100
  – Max_cap viols: 0
[metrics by stage]
stage,hold WS [ps],worst slack [ps],instance area (um2),utilization
3_5_place_dp,5020,2050,6100,0.420
5_1_grt,5060,1810,6100,0.420
2_1_floorplan,4030,3410,3940,-
3_3_place_gp,5010,2120,6100,0.420
4_1_cts,5030,2040,6100,0.420
6_report,5000,2080,6100,0.420
[how the worst max path moves through the flow]
stage / endpoint / startpoint / cells past startpoint
after CTS: sum[53] / a[0] / 14
after global routing: sum[53] / a[5] / 14
final: sum[53] / a[0] / 14
[cells in the final DEF, fill, tap and decap left out, types with 2 or more instances in the layout]
cell             Yosys  layout
and2_1               4       4
xnor2_1              9       9
nand4_1              5       5
nand3b_1             2       2
clkdlybuf4s50_1      0     194
or2_1                2       2
nand2_1             28      28
o21a_1               7       7
a21o_1              13      13
o31ai_1              5       5
and4_1               5       5
and3_1               2       2
nor3_1               4       4
fa_1                16      16
a21oi_1             45      45
o21ai_0             20      20
o21bai_1             3       3
ha_1               113     113
o21ai_1              2       2
a21o_2               3       3
nand3_1              9       9
nor2_1              27      27
o22ai_1              2       2
or2_2                4       4
inv_1              118     118
xor2_1              36      36
nand2b_1             4       4
nor2b_1              5       5
[where the power goes]
group | internal (uW) | switching, uW | total (uW)
sequential | 0 | 0 | 0
clock | 0 | 0 | 0
combinational | 221 | 136 | 356
[routing by layer]
metal	track usage	vias to the layer above
met3	0.0332	4
met5	0	-
met2	0.190	115
met1	0.144	1742
li1	-	2094
met4	0.00215	2
[area by class of cell]
class,instances,share of cell area
multi-input cells,401,0.572
repair buffers,194,0.318
inverters,118,0.0726
well taps,184,0.0377
[critical path, cell delays in order]
cell             delay, ps
clkdlybuf4s50_1        480
inv_1                   80
ha_1                   290
a21o_2                 210
a2111oi_4              400
nor4_1                 160
o21a_1                 260
o31ai_1                310
or2b_2                 380
inv_1                   60
o21ai_0                110
fa_1                   400
xor2_1                 170
clkdlybuf4s50_1        500
[logic make-up after synthesis]
logic type / count (synthesis)
buffers and inverters: 119
AND-OR/OR-AND: 120
adder cells (fa/ha/maj): 129
AND/OR/NAND/NOR: 107
XOR/XNOR: 45
Power and IR drop assume default switching activity.
